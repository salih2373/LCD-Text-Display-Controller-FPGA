File: design/flow/design.v
`timescale 1ns / 1ps
module Mux2(
	input [7:0] data_init_lcd,
	input RS_init_lcd,
	input RW_init_lcd,
	input E_init_lcd,
	input RS_btn_lcd,
	input RW_btn_lcd,
	input E_btn_lcd,
	input [7:0]data_btn_lcd,
	input  init_complete_flag,
	output reg[7:0] data,
	output reg RW,
	output reg RS,
	output reg E
);
always @ (*) begin
	case(init_complete_flag) 
		0:begin
			data<=data_init_lcd ;
			RS<=RS_init_lcd;
			RW<= RW_init_lcd;
			E<=E_init_lcd;
			end
		1:begin 
			data<=data_btn_lcd ;
			RS<=RS_btn_lcd;
			RW<= RW_btn_lcd;
			E<=E_btn_lcd;
			end
	endcase
end
endmodule
File: design/flow/run.sh
#!/bin/bash
# OpenROAD 26Q1-2900-gdf79404cd8, Yosys 0.63+post, stock flow scripts
make -C /OpenROAD-flow-scripts/flow DESIGN_CONFIG=/design/flow/config.mk WORK_HOME=/design/flow/orfs finish
File: design/flow/config.mk
export PLATFORM = sky130hd
export DESIGN_NAME = Mux2
export DESIGN_NICKNAME = Mux2
export VERILOG_FILES = /design/flow/design.v
export SDC_FILE = /design/flow/constraint.sdc
export NUM_CORES = 4
export LEC_CHECK = 1
export CORE_AREA = 10 10 70 70
export DIE_AREA = 0 0 80 80
File: design/flow/constraint.sdc
current_design Mux2

set clk_period 1.0
set clk_io_pct 0.2

create_clock -name clk0 -period $clk_period

set non_clock_inputs [all_inputs -no_clocks]
set_input_delay [expr $clk_period * $clk_io_pct] -clock clk0 $non_clock_inputs
set_output_delay [expr $clk_period * $clk_io_pct] -clock clk0 [all_outputs]
==> deck_impl_summary.md <==
Synthesis and Place & Route Summary

Routing
  – # diodes: 0
  – Vias per cell: 2.54
  – DRC: 0
  – Final ANT Viol Nets: 0
  – WL/cell: around 12 um
  – First-pass DRT Iterations: 2
  – Vias: 236
  – Initial DRC Count: 3
  – Routed WL: roughly 1100 um

Logic synthesis
  – Avg Inst Size Synth: 14.4 sq um
  – Yosys warns: 1
  – Gate count of the mapped netlist: 12
  – Post-Syn Area: 173 sq um
  – Post-synthesis cell type count: 3
  – Yosys chip area: roughly 170 sq um
  – # Cells Yosys: 12
  – Max-area cell share: 0.870
  – Cell taking the most area after synthesis: mux2_4
  – Cell area leaders: mux2_4 (87%), buf_6 (6.5%), mux2_2 (6.5%)
  – Register area share after synthesis: 0

Setup path
  – Crit path capture type: output port
  – Worst EP arrival: approximately 0.85 ns
  – CP startpoint kind: input port
  – Critical Path Fanout Max: 6
  – Path type of the worst setup path: in2out
  – WP data required: 0.80 ns

Floorplanning
  – Height of the die: around 80 um
  – Die Size: 6400 sq um
  – Core footprint: approximately 3400 sq um
  – Pre-Place Util: 0.0505
  – Row count: 21
  – I/O pin count: 34
  – Die W: 80 um

Final layout
  – Clkbuf count: 0
  – Finished Layout Cells: around 93
  – Register area: 0 sq um
  – Area growth, synth to finish: 230%
  – Commonest Layout Cell: dlygate4sd2_1
  – Most frequently placed logic cells in the final layout: dlygate4sd2_1 (22), mux2_4 (11), buf_6 (6), buf_2 (5)
  – Fin util: 0.167
  – Fillcell total: ~400
  – Ratio of cells with drive above 1 in the final layout: 0.532
  – Registers: 0

Final timing
  – Unrepaired setup endpoints after global routing: true
  – Actual slew at the worst max-slew pin: roughly 0.070 ns
  – Max Fclk: 952 MHz
  – Hold Worst Slack: 0.796 ns
  – Slew headroom: 0.953
  – Final setup fails: 11
  – Max Slew Vio Count: 0
  – Cycle use final: 1.05
  – Final hold violation count: 0
  – Setup WS post-layout: -0.0509 ns
  – Min Clock Period, post-route: 1.05 ns

Placement
  – Placer Congestion: approximately 0.59
  – I/O Buffers: 34
  – Placed cell count: 92

Global routing
  – First-pass GRT wire length: 1670 um
  – Grt peak-use layer: met2
  – GR Overflow Total: 0
  – GRT Overall Usage: 0.0328
  – Met1 Use GR: 0.0369
  – Initial antenna violation count: 0
  – Routing usage on met2: 0.0586
  – Pin count of the biggest net entering global routing: 7
  – Vias in the first global route: approximately 290
  – Met3 usage: 0.0148

Worst hold path
  – Hold Path End: data[5]
  – Hold path startpoint: data_btn_lcd[5]
  – Worst hold path class: in2out
  – Hold Crit Depth: 3

Outcome
  – Status: finished, violations left
  – Failing checks: negative setup slack

Power
  – Pwr/cell area: 367 nW/um^2
  – Power Total: between 0.2 and 0.25 mW
  – LEAKAGE: about 0.29 nW
  – IR Drop Worst-Case VDD: between 100 and 150 uV

Job
  – MaxCap Viol Count: 0
  – OpenROAD warning count: 34

CTS
  – Setup bufs post-CTS: 0
-- power breakdown --
group	total, mW	internal (mW)	switching (mW)
Sequential	0	0	0
Combinational	0.209	0.161	0.0483
Clock	0	0	0
-- synthesized netlist by cell type --
master and instances:
mux2_4 10, buf_6 1, mux2_2 1
-- metal layers --
layer	vias to the layer above	wire length, um
met5	-	0
met1	99	433
met4	0	0
met3	0	130
li1	119	-
met2	18	556
-- logic make-up after synthesis --
group / after synthesis / share of synthesized area
buffers and inverters: 1 / 0.0652
muxes: 11 / 0.935
-- layout make-up --
type | instances | area, sq um | share of cell area
repair buffers | 36 | 348 | 0.610
multi-input cells | 11 | 165 | 0.289
well taps | 46 | 57.6 | 0.101
-- metrics by stage --
stage	cell area (sq um)	TNS, ns	worst slack, ns
4_1_cts	571	-0.584	-0.0618
3_5_place_dp	579	-8.89	-0.826
6_report	571	-0.461	-0.0509
3_3_place_gp	579	-8.86	-0.821
2_1_floorplan	173	0	0.172
5_1_grt	571	-0.651	-0.0655
-- worst max-delay path, stage by stage --
cell	delay, ns
buf_8	0.11
buf_12	0.13
mux2_4	0.30
buf_6	0.11
-- worst max path at each step --
| stage | endpoint | start | slack (ns) |
|---|---|---|---|
| CTS | data[1] | init_complete_flag | -0.06 |
| global route | data[1] | init_complete_flag | -0.07 |
| finish | data[1] | init_complete_flag | -0.05 |
-- timing repair --
action | in CTS | in global routing
resized | 74 | 0
cloned | 1 | 0
hold buffers | 0 | 0
setup endpoints to repair | 11 | 11
Power and IR drop assume default switching activity.
