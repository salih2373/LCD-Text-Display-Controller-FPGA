`design.v`:
```
`timescale 1ns / 1ps
module write_lcd_block(
   input clk,
	input reset_n,
	input [7:0] data_btn,
	input prell_flag,
	output reg RW_btn_lcd,
	output reg RS_btn_lcd,
	output reg E_btn_lcd,
	output reg [7:0] data_btn_lcd
);
		reg[1:0] state = 2'b00; 
	parameter state_idle = 2'b00;
	parameter state_buffer = 2'b01;
	parameter state_write =  2'b10;
	parameter state_reset = 2'b11;
	always @ (posedge clk or negedge reset_n) begin 
		if (!reset_n) begin 
			state <= state_idle;
			RW_btn_lcd <= 0;
			RS_btn_lcd <= 0;
			E_btn_lcd <= 0;
			data_btn_lcd <=0;
		end else begin 
		case (state)
			state_idle:
				if(prell_flag)begin
					state <= state_buffer;
				end 
			state_buffer:begin 
				RW_btn_lcd <= 0;
				RS_btn_lcd <= 1;
				E_btn_lcd  <= 1;
				data_btn_lcd <= data_btn;
				state <= state_write;
		  end
			state_write:begin 
				RW_btn_lcd <= 0;
				RS_btn_lcd <= 1;
				E_btn_lcd <= 0;
				data_btn_lcd <=data_btn;
				state <= state_reset;
				end
			state_reset:
				if(!prell_flag) begin
						state <= state_idle;
				end
			endcase
		end 
	end
endmodule
```
`config.mk`:
```
export PLATFORM = sky130hd
export DESIGN_NAME = write_lcd_block
export DESIGN_NICKNAME = write_lcd_block
export VERILOG_FILES = /design/flow/design.v
export SDC_FILE = /design/flow/constraint.sdc
export NUM_CORES = 4
export LEC_CHECK = 1
export CORE_AREA = 10 10 70 70
export DIE_AREA = 0 0 80 80
```
`run.sh`:
```
#!/bin/bash
# OpenROAD 26Q1-2900-gdf79404cd8, Yosys 0.63+post, stock flow scripts
make -C /OpenROAD-flow-scripts/flow DESIGN_CONFIG=/design/flow/config.mk WORK_HOME=/design/flow/orfs finish
```
`constraint.sdc`:
```
current_design write_lcd_block

set clk_period 1.8
set clk_io_pct 0.2

create_clock -name clk0 -period $clk_period [get_ports {clk}]

set non_clock_inputs [all_inputs -no_clocks]
set_input_delay [expr $clk_period * $clk_io_pct] -clock clk0 $non_clock_inputs
set_output_delay [expr $clk_period * $clk_io_pct] -clock clk0 [all_outputs]
```
==> qor.yml <==
ys_ff: 12
place_congestion: 0.632
final_max_slew_viol_count: 0
die_area_mm2: 0.00640
clk_pin_slew_ns: 0.07
worst_slew_pin_slew_ns: 0.547
routed_wl_um: 1170
grt_pass1_vias: 414
ys_sh_adder: 0.0877
drt_iter0_markers: 4
clkLatencyLatePin_ns: 0.26
finalCritPeriodShare: 0.881
fp_util: 0.167
hold_viol_final: 0
rows: 21
overflow: 0
design.core.area_mm2: 0.00342
track_usage: 0.0378
warnings: 28
ys_types: 16
irDropWorstVdd_v: 0.000617
ys_sh_aoi: 0.0636
grt_max_degree: 13
syn_area_um2: 571
ys_sh_xor: 0
drc_errors: 0
drv_cap: 0
finalSetupTns_ns: 0
ys_cells: 41
p_leak_uw: 0.000355
syn_to_final_growth_pct: 49.3
end_kind: "register"
rsz0062_at_grt: "no"
pwr_density_cell_mw_per_mm2: 1690
dr.pass1.iters: 2
fmax_mhz: 631
port_buffers: 20
finalSetupViolCount: 0
htreeDepth: 1
path_buffers: 1
cts_tree: "yes"
cts_hold_buf: 0
cts-resized-gates: 0
holdCritPathClass: "input port to asynchronous set/reset pin"
logic_family: "multiplexers"
crit_required_ns: 1.95
antenna_found_initial: 0
finalCoreUtilization: 0.249
root_buffer: "clkbuf_4"
detail_route.vias_per_cell: 3.43
ioPinCount: 22
max_stage_delay_ns: 0.57
grt_pass1_wl_um: 1930
crit_fanout: 11
fin_worst_skew_ns: 0.000362
ys_seq_share: 0.526
post-route-min-period_ns: 1.59
die_w_um: 80
synthSimpleGateAreaFrac: 0.0351
netlist_instances: 41
cts_made_buffers: 3
antenna_left: 0
yosys_warnings: 1
syn_avg_cell_area_um2: 13.9
start_kind: "register"
ys_area_um2: 571
post_cts_buffers: 0
path_cells: "inv_2 > ha_1 > mux2_2"
slew_headroom: 0.634
outcome: "finished clean"
worstPathArrival_ns: 1.74
drive_above_1_share: 0.238
clkSinkCount: 12
clockBufferDepth: 2
wl_per_cell_um: 10.8
ys_sh_mux: 0.232
vias: 374
critPathTopFamily: "adder cells"
slowest_stage: "ha_1"
crit_type: "register to register"
hpwlAfterDp_um: 956
n_antenna_cell: 0
die_y_um: 80
==> cells in the mapped netlist <==
master    number  share of area
mux2_1         3          0.059
nor3b_1        1          0.013
dfrtp_1       12           0.53
mux2i_1        2          0.035
or2_1          1          0.011
ha_1           4          0.088
buf_2          1         0.0088
mux2_2         7           0.14
buf_4          1          0.013
inv_2          1         0.0066
inv_1          3          0.020
o21ai_0        1         0.0088
a221oi_2       1          0.026
nor2_2         1          0.011
o41ai_2        1          0.029
conb_1         1         0.0066
==> per-stage QoR <==
step | hold WS [ns] | cells | setup WS (ns) | total power [µW] | instance area, µm²
after floorplan | 0.0644 | 41 | 0.344 | 938 | 571
after global placement | 0.450 | 105 | 0.164 | 1230 | 816
final | 0.448 | 109 | 0.215 | 1440 | 852
after global routing | 0.479 | 109 | 0.147 | 1570 | 852
after CTS | 0.466 | 109 | 0.187 | 1480 | 852
after detailed placement | 0.455 | 105 | 0.114 | 1260 | 816
==> logic make-up (layout without fill, tap and decap cells) <==
kind of cell / count (synthesis) / after routing
buf+inv: 6 / 28
fa+ha+maj: 4 / 4
mux: 12 / 12
simple gates: 3 / 3
flops: 12 / 12
other cells: 1 / 1
compound gates: 3 / 3
==> metal layers <==
layer,track usage,share of wire
met1,0.0402,0.40
met3,0.0318,0.15
met5,0,0
met2,0.0586,0.45
met4,0.00352,0.0077
==> worst paths after layout <==
path / start / cells past startpoint / to / slack [ns]
hold reg to reg: RS_btn_lcd / 1 / RS_btn_lcd / 0.47
hold / removal: reset_n / 1 / E_btn_lcd / 0.45
max in group asynchronous: reset_n / 1 / data_btn_lcd[6] / 0.99
setup / recovery: state[0] / 3 / data_btn_lcd[0] / 0.21
setup reg to reg: state[0] / 3 / data_btn_lcd[0] / 0.21
min in group clk0: RS_btn_lcd / 1 / RS_btn_lcd / 0.47
==> area by class of cell <==
type                    instances  area [µm²]
clock buffers                   4        36.3
fillers                       365        2560
inverters                       4        15.0
multi-input cells              23         243
flip-flops and latches         12         300
well taps                      46        57.6
repair buffers                 20         200
==> sequential cells by signal, summed over array words and instances (netlist names) <==
name / count
RS_btn_lcd: 1
data_btn_lcd: 8
state: 2
E_btn_lcd: 1
==> placed cells by master (no fill, tap or decap) <==
master,n
inv_2,1
o21ai_0,1
mux2_1,3
ha_1,4
dfrtp_1,12
inv_1,3
clkbuf_4,3
clkdlybuf4s50_1,20
or2_1,1
conb_1,1
mux2i_1,2
mux2_2,7
nor2_2,1
clkbuf_8,1
nor3b_1,1
a221oi_2,1
o41ai_2,1
==> power by group <==
| group | leakage, µW | switching [µW] | total (µW) | internal [µW] |
|---|---|---|---|---|
| clock network | 0.0000210 | 85.1 | 208 | 123 |
| logic | 0.000199 | 274 | 755 | 482 |
| registers | 0.000135 | 76.8 | 480 | 403 |
Power and IR drop assume default switching activity.
