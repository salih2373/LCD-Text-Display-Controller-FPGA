[/design/flow/design.v]
`timescale 1ns / 1ps
module InitLCD(
		input clk, 
		input reset_n, 
		output reg RS_init_lcd, 
		output reg RW_init_lcd, 
		output reg E_init_lcd,
		output reg init_complete_flag,
		output reg [7:0] data_init_lcd
    );
	 parameter power_on     =  3'b000;
	 parameter function_set =  3'b001;
	 parameter display_on_off =3'b010;
	 parameter display_clear = 3'b011;
	 parameter mode_set      = 3'b100;
	 parameter init_complete = 3'b101;
	 reg [15:0] counter;
	 reg [2:0] state;
	 always @(posedge clk or negedge reset_n) begin 
		if(!reset_n) begin 
			state <= power_on;
			counter <= 3906;
			init_complete_flag <= 0;
			RS_init_lcd <= 0;
			RW_init_lcd <= 0;
			E_init_lcd <= 0;
			data_init_lcd <= 8'b00000000;
		end else begin
	case (state)
		power_on: begin
			data_init_lcd <= 8'b00111000;
			E_init_lcd <= 1;
			if(counter != 0) begin
				counter <= counter - 1'b1;
			end else begin
			E_init_lcd <= 0;
			state <= function_set;
			counter <=4 ;
			end
			end
		function_set:begin
			data_init_lcd <=8'b00001110;
			E_init_lcd <=1;
		   if(counter!=0) begin
				counter <= counter - 1'b1;
			end else begin
			E_init_lcd <= 0 ;
			state <= display_on_off;
			counter <= 4;
			end
			end
		display_on_off:begin
				data_init_lcd <= 8'b00000001;
				E_init_lcd <=1 ;
			if(counter!=0) begin
				counter <= counter - 1'b1;
			end else begin
				E_init_lcd <=0;
				state <= display_clear;
				counter <= 148;
				end
			end
		display_clear:begin
				data_init_lcd <= 8'b00000110;
				E_init_lcd <= 1 ;
			if(counter!=0) begin
				counter <= counter - 1'b1;
			end else begin
				E_init_lcd <= 0 ;
				state<=mode_set;
				counter <= 0;
			end
			end
		mode_set:begin
				E_init_lcd <= 1 ;
			if(counter!=0) begin
				counter <= counter - 1'b1;
			end else begin
				E_init_lcd <= 0 ;
				state <= init_complete;
				counter <= 4;
			end
			end
		init_complete:begin
			init_complete_flag <= 1;
		end
	endcase
end
end
endmodule
[/design/flow/run.sh]
#!/bin/bash
# OpenROAD 26Q1-2900-gdf79404cd8, Yosys 0.63+post, stock flow scripts
make -C /OpenROAD-flow-scripts/flow DESIGN_CONFIG=/design/flow/config.mk WORK_HOME=/design/flow/orfs finish
[/design/flow/config.mk]
export PLATFORM = sky130hd
export DESIGN_NAME = InitLCD
export DESIGN_NICKNAME = InitLCD
export VERILOG_FILES = /design/flow/design.v
export SDC_FILE = /design/flow/constraint.sdc
export NUM_CORES = 4
export LEC_CHECK = 1
export CORE_UTILIZATION = 30
[/design/flow/constraint.sdc]
current_design InitLCD

set clk_period 4.4
set clk_io_pct 0.2

create_clock -name clk0 -period $clk_period [get_ports {clk}]

set non_clock_inputs [all_inputs -no_clocks]
set_input_delay [expr $clk_period * $clk_io_pct] -clock clk0 $non_clock_inputs
set_output_delay [expr $clk_period * $clk_io_pct] -clock clk0 [all_outputs]
==> flow_metrics.env <==
# flow metrics
export IMPL_status="completed"
export IMPL_ys_types=42
export IMPL_ant_nets=0
export IMPL_worstHoldPathType="reg2reg"
export IMPL_root_buffer="clkbuf_8"
export IMPL_drc=0
export IMPL_slew_viol_final=0
export IMPL_r2r_end="counter[10]$_DFFE_PN1P_"
export IMPL_synth_warnings=1
export IMPL_final_cell_mix="dfrtp_1 (21), nor2_1 (16), o21ai_0 (9), clkdlybuf4s50_1 (9)"
export IMPL_async_flop_share_pct=100
export IMPL_finalSetupViolCount=0
export IMPL_clock_skew_ns=0.00165
export IMPL_dpl_cell_area_mm2=0.00152
export IMPL_post_cts_setup_buffers=0
export IMPL_dieArea_mm2=0.00503
export IMPL_warnings=26
export IMPL_io_buffers=9
export IMPL_drv_cap=0
export IMPL_clkPwrFrac_pct=43.4
export IMPL_area_growth_pct=12.0
export IMPL_routedWlPerCell_um=13.3
export IMPL_p_leak_nw=0.700
export IMPL_grt_first_pass_wirelength_um=4660
export IMPL_grt_max_degree=29
export IMPL_syn_inst=141
export IMPL_insertedDiodeCount=0
export IMPL_core_region_area_mm2=0.00444
export IMPL_antenna_found_initial=0
export IMPL_nFillCells=432
export IMPL_worstMarginPinSlew_ns=0.575
export IMPL_ys_ff=28
export IMPL_vdd_ir_drop_max_mv=0.216
export IMPL_design_area_mm2=0.00159
export IMPL_yosysChipArea_mm2=0.00142
export IMPL_cts_tree="done"
export IMPL_reg2reg_from="counter[0]$_DFFE_PN0P_"
export IMPL_layout_cells_most_common="dfrtp_1"
export IMPL_fp_util_pct=32.0
export IMPL_syn_area_mm2=0.00142
export IMPL_power_internal_w=0.000381
export IMPL_crit_chain="inv_1 > ha_1 > nor3b_1 > o211ai_1 > or4b_2 > a21oi_1"
export IMPL_top_area_cell="dfrtp_1"
export IMPL_ff_type="dfrtp_1"
export IMPL_min_path_cells=1
export IMPL_rsz0062_at_grt="no"
export IMPL_dp_hpwl_um=1740
export IMPL_wirelength_um=2630
export IMPL_finalCriticalPeriod_ns=2.33
export IMPL_cts_sinks=28
export IMPL_comb_power_share_pct=1.3
export IMPL_ios=14
export IMPL_rr_worst_depth=6
export IMPL_regToRegSetupSlack_ns=2.07
export IMPL_ys_seq_share_pct=49.8
export IMPL_p_per_area_mw_per_mm2=292
export IMPL_arrival_ns=2.54
export IMPL_worstSetupStartpointType="flop"
export IMPL_required_ns=4.61
export IMPL_drt_initial_drc_count=51
export IMPL_p_sw_share_pct=18.3
export IMPL_ys_cells=141
export IMPL_viasPerCell=5.24
export IMPL_max_slew_margin_rel_pct=61.5
export IMPL_placementRows=24
export IMPL_cpPeakStageDelay_ns=0.70
export IMPL_comb_area_um2=632
export IMPL_max_freq_ghz=0.429
export IMPL_grt_pass1_vias=1000
export IMPL_numCtsBuffers=3
export IMPL_p_sw_w=0.0000853
export IMPL_tns_ns=0
export IMPL_drt_first_pass_iters=4
export IMPL_place_congestion=0.850
export IMPL_period_used_pct=53.0
export IMPL_hold_viol=0
export IMPL_drive_gt1_share_pct=19.2
export IMPL_flop_area_um2=709
export IMPL_slowest_stage="or4b_2"
export IMPL_clk_pin_slew_worst_paths_ns=0.09
export IMPL_holdBufCountCts=0
export IMPL_dieWidth_um=70.9
export IMPL_clkLatencyLatePin_ns=0.27
export IMPL_gr_total_overflow=0
export IMPL_critPathCaptureType="flop"
export IMPL_htree_num_levels=1
export IMPL_yosysTopAreaCellShare_pct=36.9
export IMPL_whs_endpoint="state[4]$_DFF_PN0_"
export IMPL_synth_area_top_cells="dfrtp_1 (37%), dfstp_2 (13%), nor2_1 (4.2%), o21ai_0 (3.2%), buf_4 (3.2%)"
export IMPL_share_seq_of_total_power_pct=55.3
export IMPL_cp_max_fo=6
export IMPL_critPathKind="reg2reg"
export IMPL_enable_flop_cells=0
export IMPL_min_from="state[4]$_DFF_PN0_"
export IMPL_vias=1038
export IMPL_clock_path_buffers=2
export IMPL_syn_mean_instance_area_um2=10.1
export IMPL_cts_resized=0
export IMPL_die_y_um=70.9
export IMPL_grt_usage_pct=11.7
-- cell type report --
cell class	instances	area share, %
inverters	5	1.18
clock buffers	3	2.59
clock inverters	1	1.88
flip-flops and latches	28	44.5
repair buffers	10	6.12
well taps	52	4.08
multi-input cells	99	39.6
-- power by group through the flow --
| stage | logic (W) | registers, W | clock network [W] |
|---|---|---|---|
| CTS | 0.00000694 | 0.000258 | 0.000210 |
| global route | 0.00000770 | 0.000258 | 0.000217 |
| finish | 0.00000628 | 0.000257 | 0.000202 |
-- stage by stage --
stage	hold slack, ns	total power (W)	instances	util (%)	setup WS (ns)
floorplan	0.410	0.000265	144	-	2.34
global placement	0.437	0.000269	194	34.3	2.20
detailed placement	0.440	0.000269	194	34.3	2.12
CTS	0.464	0.000474	198	35.9	2.09
global route	0.476	0.000482	198	35.9	1.89
finish	0.455	0.000466	198	35.9	2.07
-- layer usage --
| metal | routed length [um] | GRT usage (%) | vias to the layer above |
|---|---|---|---|
| li1 | - | - | 514 |
| met1 | 1340 | 18.5 | 497 |
| met2 | 1160 | 17.4 | 25 |
| met3 | 124 | 2.75 | 2 |
| met4 | 12 | 1.33 | 0 |
| met5 | 0 | 0 | - |
-- worst max-delay path: cells and delay by family (launching register included) --
family	cells	cell delay [ns]
simple gates	2	1.10
compound gates	2	0.47
flops	1	0.41
fa+ha+maj	1	0.19
buf+inv	1	0.10
-- synth_stat cells (5+ instances only) --
master and count:
nand2_1 5, buf_4 6, nor3_1 7, dfrtp_1 21, dfstp_2 7, o21ai_0 9, or3_1 5, a21oi_1 6
nor2_1 16, o211ai_1 5, inv_1 5
-- logic make-up (layout without fill, tap and decap cells) --
logic type	count (synthesis)	count (layout)	share of synthesized area (%)
simple gates	55	55	22.5
fa+ha+maj	2	2	1.76
buf+inv	17	19	6.59
compound gates	32	32	14.7
other cells	1	4	0.263
mux	4	4	3.16
flops	28	28	49.8
xor+xnor	2	2	1.23
-- worst max path at each step --
stage | from | to | cells after the start
final | counter[0]$_DFFE_PN0P_ | counter[10]$_DFFE_PN1P_ | 6
after global routing | counter[2]$_DFFE_PN0P_ | counter[9]$_DFFE_PN1P_ | 4
after CTS | counter[0]$_DFFE_PN0P_ | counter[10]$_DFFE_PN1P_ | 6
No activity file was given, so power comes from the tool's default toggle rates.
